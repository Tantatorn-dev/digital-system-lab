$ cat /design/flow/config.mk
export PLATFORM = sky130hd
export DESIGN_NAME = top
export DESIGN_NICKNAME = top
export VERILOG_FILES = /design/flow/design.v
export SDC_FILE = /design/flow/constraint.sdc
export NUM_CORES = 4
export LEC_CHECK = 1
export CORE_UTILIZATION = 40
$ cat /design/flow/run.sh
#!/bin/bash
# OpenROAD 26Q1-2900-gdf79404cd8, Yosys 0.63+post, stock flow scripts
make -C /OpenROAD-flow-scripts/flow DESIGN_CONFIG=/design/flow/config.mk WORK_HOME=/design/flow/orfs finish
$ cat /design/flow/constraint.sdc
current_design top

set clk_period 7.6
set clk_io_pct 0.2

create_clock -name clk0 -period $clk_period [get_ports {clk_20Hz}]
create_clock -name clk1 -period $clk_period [get_ports {select_button}]

set non_clock_inputs [all_inputs -no_clocks]
set_input_delay [expr $clk_period * $clk_io_pct] -clock clk0 $non_clock_inputs
set_output_delay [expr $clk_period * $clk_io_pct] -clock clk0 [all_outputs]
$ cat /design/flow/design.v
`timescale 1ns / 1ps
module binary_to_hex(
    input [3:0] binary_in,
    output reg [6:0] hex_out
    );
	always @(*) 
	begin
		case(binary_in) 
			4'b0000: begin
				hex_out <= 7'b1111110;
			end
			4'b0001: begin
				hex_out <= 7'b0110000;
			end
			4'b0010: begin
				hex_out <= 7'b1101101;
			end
			4'b0011: begin
				hex_out <= 7'b1111001;
			end
			4'b0100: begin
				hex_out <= 7'b0110011;
			end
			4'b0101: begin
				hex_out <= 7'b1011011;
			end
			4'b0110: begin
				hex_out <= 7'b1011111;
			end
			4'b0111: begin
				hex_out <= 7'b1110000;
			end
			4'b1000: begin
				hex_out <= 7'b1111111;
			end
			4'b1001: begin
				hex_out <= 7'b1111011;
			end
			4'b1010: begin
				hex_out <= 7'b1110111;
			end
			4'b1011: begin
				hex_out <= 7'b0011111;
			end
			4'b1100: begin
				hex_out <= 7'b1001110;
			end
			4'b1101: begin
				hex_out <= 7'b0111101;
			end
			4'b1110: begin
				hex_out <= 7'b1001111;
			end
			4'b1111: begin
				hex_out <= 7'b1000111;
			end
			default: begin
				hex_out <= 7'b0000000;
			end
		endcase
	end
endmodule
`timescale 1ns / 1ps
module compute_add(
    input [7:0] A,
    input [7:0] B,
    output [7:0] Result
    );
	assign Result = A + B;
endmodule
`timescale 1ns / 1ps
module compute_shift_left(
    input [7:0] A,
    output [7:0] Result
    );
	assign Result = A << 1;
endmodule
`timescale 1ns / 1ps
module compute_sub(
    input [7:0] A,
    input [7:0] B,
    output [7:0] Result
    );
	assign Result = A - B;
endmodule
`timescale 1ns / 1ps
module compute_xor(
    input [7:0] A,
    input [7:0] B,
    output [7:0] Result
    );
	assign Result = A ^ B;
endmodule
`timescale 1ns / 1ps
module display(
    input clk_in,
	 input [7:0] input_binary,
	 output [6:0] output_sevseg,
	 output reg [1:0] comm
    );
	reg[27:0] counter = 28'd0;
	parameter DIVISOR = 28'd100000;
	wire clk_out;
	always @ (posedge clk_in) begin
		counter <= counter + 28'd1;
		if(counter >= (DIVISOR-1))
		counter <= 28'd0;
	end
	assign clk_out = (counter<DIVISOR/2)?1'b0:1'b1;
	reg [3:0] o;
	reg [1:0] c;
	always @(*)
	begin
		if(clk_out == 0) 
		begin
		o[3:0] <= input_binary[3:0];
		comm[1:0]  = 2'b10;
		end
		else if(clk_out == 1)
		begin
		o[3:0] <= input_binary[7:4];
		comm[1:0]  = 2'b01;
		end	
	end
	binary_to_hex converter(
		.binary_in(o),
		.hex_out(output_sevseg)
	);
endmodule
`timescale 1ns / 1ps
module top(
    input [7:0] A,
    input [7:0] B,
    input select_button,
    input clk_20Hz,
    output [6:0] SevSeg,
    output [3:0] Comm,
	 output [1:0] status 
    );
	 reg [1:0] mode;
	 wire [7:0] res1;
	 wire [7:0] res2;
	 wire [7:0] res3;
	 wire [7:0] res4;
	 reg [7:0] res;
	 always @ (posedge select_button)
	 begin
		   mode <= mode+1;
	 end
	 assign status = mode;
	 compute_add adder(
				.A(A),
				.B(B),
				.Result(res1)
			);
	compute_sub subtracter(
				.A(A),
				.B(B),
				.Result(res2)
			);
	compute_xor xorer(
				.A(A),
				.B(B),
				.Result(res3)
			);
	compute_shift_left shifter(
				.A(A),
				.Result(res4)
			);
	 always @ (*)
	 begin
		case(mode)
		2'b00: begin
			 res <=res1;
		end
		2'b01: begin
			 res <=res2;
		end
		2'b10: begin
			 res <= res3;
			 end
		2'b11: begin
		    res <= res4;
				end
		endcase
	 end
	 display myDisplay(
		.clk_in(clk_20Hz),
		.input_binary(res),
		.output_sevseg(SevSeg),
		.comm(Comm[1:0])
	 );
	 assign Comm[3:2] = 2'b11;
endmodule
==> design notes <==
The run finished with clean final reports. The run gives 0.0493 for the area fraction in mux cells. The run gives 1527 for the via count of the first global-routing pass.

The tools report the final global-route overflow total as 0. The final timing report lists a max-slew violation count of 0. The count of buffers inserted at the top-level ports came out at 27. The run gives 0.249 for the part of the total power dissipated in combinational logic.

In the synthesis report, Yosys lists the chip area as 2050 um2. For this block, the via count after detailed routing is 1701. The switching component of the power was reported as 0.0000935 W. The most frequently used library cell after synthesis is sky130_fd_sc_hd__dfxtp_1. The run gives 22.1% for the post-synthesis to final-layout area growth. The report lists the number of standard-cell rows as 25. Looking at area per cell type in the netlist, the leader is sky130_fd_sc_hd__dfxtp_1.

The number of diodes added for antenna fixing came out at 0. Mean number of vias per cell: 4.92. For the sequential fraction of the synthesis area, the log shows 0.292. For the final setup slack of the worst path, the log shows 0.535 ns.

For the sequential power share, the log shows 0.416. Post-CTS repair ended up resizing 0 cells. The tools report the end point of the worst hold path as mode[0]$_DFF_P_.

The tools report the total DRC errors in the routed layout as 0. The tools report the endpoint arrival time on the critical path as 5.54 ns. The share of power burned in the clock network is 0.335, and the number of instances in the placed design is 339. At the worst endpoint, the required time is 6.08 ns.

The first global-routing pass estimated 6850 um of wire. The worst setup path is launched from an input pin. The floorplan core density was 0.426; the ratio of total power to cell area was 154 nW/um2.

The run gives 0.000293 W as the internal power. In this run the critical register-to-register path is captured at myDisplay.counter[7]$_SDFF_PP0_. The instance count along the most critical hold path was 1; the detailed placement HPWL was 3080 um.

The maximum ir drop on the vdd rail was 0.0933 mV. The tools report the static leakage power as 1.00 nW. The routed length per placed instance is 11.7 um.

The post-CTS hold buffer count recorded in the log is 0. TritonCTS reports the number of clock sinks as 30. The primary flip-flop cell chosen by synthesis mapping is sky130_fd_sc_hd__dfxtp_1. The final setup skew was 0.00396 ns; the global router's overall resource usage was 0.163. The launch point of the worst hold path is mode[0]$_DFF_P_. With the pin count of the biggest net entering global routing at 18, the number of violations reported at the end of detailed-routing iteration 0 is 81. Count of instantiated cells in the yosys netlist: 241. The run gives 0.125 for the post-synthesis share of cell area spent on full adders, half adders and majority gates.

The run gives 0.292 for the portion of synthesized cell area occupied by the leading cell type. Register bit total from synthesis: 30. With the post-synthesis simple-gate area fraction at 0.184, the final antenna-violating net count is 0. With the detailed-routing iteration count for the pre-antenna-repair pass at 4, the reg2reg setup slack is 5.77 ns.

The setup-violating endpoint count in the final report was 0; the final wirelength was 4050 um. By startpoint and endpoint, the worst setup path is classified as input pin to output pin. After synthesis, the cell types taking the most area are sky130_fd_sc_hd__dfxtp_1 29%, sky130_fd_sc_hd__ha_1 12%, sky130_fd_sc_hd__xnor2_1 8.1%. TritonCTS built the clock tree. The post-synthesis share of cell area spent on and-or and or-and gates was 0.151.

The count of library flops with an enable pin came out at 0. The share of flip-flops with an asynchronous set or reset after synthesis is 0. The number of hold violations in the final report came out at 0. The count of tool warnings is 34, and the filler cell count is 486. The worst setup path is captured at an output pin.

The cell area after technology mapping is 2050 um2. Setup repair after global routing left no endpoint under its margin. Yosys reports that the most numerous cell types are 30 x sky130_fd_sc_hd__dfxtp_1, 29 x sky130_fd_sc_hd__nor2_1, 21 x sky130_fd_sc_hd__inv_1. The floorplan report gives the top-level pin count as 31. Timing analysis after detailed placement gives a worst setup slack of 0.528 ns. The worst max-slew margin expressed relative to the limit was 0.565. The run gives 73.7 um for the horizontal die dimension. In this run the cell area measured after placement is 2410 um2.

The worst-margin pin slew was 0.644 ns; the post-layout instance count excluding filler cells was 346. The run gives 0.0573 for the fraction of final layout cells with drive strength greater than 1. The depth of the worst register-to-register path works out to 8. The switching share of total power is 0.242. The run gives 0 as the initial antenna violation count. Synthesis produced a netlist whose cell count is 241.

The critical path starts at B[1]. The number of different library cells in the post-synthesis netlist was 52; the clock-pin transition on the worst setup and hold timing paths was 0.03 ns. The final power report lists total power as 0.000387 W. The tools report the startpoint of the most critical register-to-register path as myDisplay.counter[0]$_SDFF_PP0_.

After floorplanning, the die was sized to cover 5430 um2. The final weighted congestion in routability-driven placement was 0.925; the max-cap violation count was 0. The total of warnings raised by yosys was 3; the number of buffers inserted to repair setup after CTS was 0. Dominant kind of combinational cell: simple AND/OR/NAND/NOR gates. The tightest min-delay check is of the flip-flop to flip-flop type.

Adding up every negative setup slack in the final design gives 0 ns. The run gives 4820 um2 for the standard cell core area. With fillers left out, the area of the finished cells amounts to 2510 um2.

A synthesized cell averages 8.52 um2. The critical path maximum fanout is 5. With the die span in y at 73.7 um, the xor-xnor portion of the synthesized cell area is 0.132.
power groups by stage:
stage / sequential, W / combinational, W / clock (W)
after CTS: 0.000161 / 0.0000967 / 0.000134
after global routing: 0.000161 / 0.000108 / 0.000141
final: 0.000161 / 0.0000963 / 0.000129
placed cells by master (no fill, tap or decap), drive strengths merged, types with 3 or more instances in the layout:
master	count
o21ai	5
ha	19
mux2i	6
a31oi	6
nand4	3
clkbuf	7
nor4	4
xor2	12
dfxtp	30
inv	21
nor2b	3
conb	13
nor3	7
xnor2	19
clkdlybuf4s50	27
a21oi	6
nand2	14
nand3	10
nor2	29
per-layer routing:
metal,vias up,global-route usage,part of all wire
li1,904,-,-
met1,764,0.263,0.53
met2,31,0.242,0.43
met3,2,0.0291,0.035
met4,0,0.0128,0.0035
met5,-,0,0
registers in the layout, summed over array words and instances, names as in the netlist:
name,count
myDisplay.counter,28
mode,2
worst max-delay path, cell delays in order:
cell	delay, ns
sky130_fd_sc_hd__clkdlybuf4s50_1	0.54
sky130_fd_sc_hd__inv_1	0.06
sky130_fd_sc_hd__ha_1	0.26
sky130_fd_sc_hd__mux2i_1	0.23
sky130_fd_sc_hd__ha_1	0.28
sky130_fd_sc_hd__nor2b_1	0.14
sky130_fd_sc_hd__o21a_1	0.18
sky130_fd_sc_hd__o21a_1	0.18
sky130_fd_sc_hd__o21ai_0	0.19
sky130_fd_sc_hd__mux2i_1	0.21
sky130_fd_sc_hd__a211oi_1	0.10
sky130_fd_sc_hd__a21oi_1	0.39
sky130_fd_sc_hd__ha_1	0.31
sky130_fd_sc_hd__inv_1	0.07
sky130_fd_sc_hd__mux4_1	0.48
sky130_fd_sc_hd__clkdlybuf4s50_1	0.41
worst max path at each step:
stage            to  depth (start not counted)
5_1_grt   SevSeg[1]                         18
6_report  SevSeg[3]                         16
4_1_cts   SevSeg[3]                         16
layout make-up:
type / count / area [um2] / area share
inverters: 22 / 82.6 / 0.0329
flip-flops and latches: 30 / 601 / 0.239
clock buffers: 7 / 96.3 / 0.0384
repair buffers: 28 / 278 / 0.111
multi-input cells: 192 / 1370 / 0.545
well taps: 67 / 83.8 / 0.0334
logic make-up (layout without fill, tap and decap cells):
family / count (synthesis) / after routing
AOI/OAI and AO/OA: 41 / 41
xor gates and xnor gates: 31 / 31
adders and majority gates: 20 / 20
buffers and inverters: 30 / 57
DFF: 30 / 30
muxes: 8 / 8
other: 2 / 13
and+or+nand+nor: 79 / 79
through the flow:
stage	util	hold WS (ns)
floorplan	-	0.397
global placement	0.501	0.433
detailed placement	0.501	0.430
CTS	0.521	0.444
global route	0.521	0.473
finish	0.521	0.441
Power figures rest on the tool's default switching activity, not on a simulated workload.
